[flow/config.mk]
export PLATFORM = sky130hd
export DESIGN_NAME = preadd
export DESIGN_NICKNAME = preadd
export VERILOG_FILES = /design/flow/design.v
export SDC_FILE = /design/flow/constraint.sdc
export NUM_CORES = 4
export LEC_CHECK = 1
export CORE_AREA = 10 10 70 70
export DIE_AREA = 0 0 80 80
[flow/constraint.sdc]
current_design preadd

set clk_period 5.0
set clk_io_pct 0.2

create_clock -name clk0 -period $clk_period

set non_clock_inputs [all_inputs -no_clocks]
set_input_delay [expr $clk_period * $clk_io_pct] -clock clk0 $non_clock_inputs
set_output_delay [expr $clk_period * $clk_io_pct] -clock clk0 [all_outputs]
[flow/design.v]
module preadd(
  input        clock,
  input        reset,
  input  [3:0] io_a_in,
  input  [3:0] io_b_in,
  input        io_c_in,
  output [3:0] io_s,
  output       io_cout
);
  wire  p_1 = io_a_in[0] ^ io_b_in[0];  
  wire  g_1 = io_a_in[0] & io_b_in[0];  
  wire  p_2 = io_a_in[1] ^ io_b_in[1];  
  wire  g_2 = io_a_in[1] & io_b_in[1];  
  wire  p_3 = io_a_in[2] ^ io_b_in[2];  
  wire  g_3 = io_a_in[2] & io_b_in[2];  
  wire  p_4 = io_a_in[3] ^ io_b_in[3];  
  wire  g_4 = io_a_in[3] & io_b_in[3];  
  wire  stemp_1 = p_1 ^ io_c_in;  
  wire  c_1 = g_1 | io_c_in & p_1;  
  wire  stemp_2 = p_2 ^ c_1;  
  wire  c_2 = g_2 | c_1 & p_2;  
  wire  stemp_3 = p_3 ^ c_2;  
  wire  c_3 = g_3 | c_2 & p_3;  
  wire  stemp_4 = p_4 ^ c_3;  
  wire [1:0] io_s_lo = {stemp_2,stemp_1};  
  wire [1:0] io_s_hi = {stemp_4,stemp_3};  
  assign io_s = {io_s_hi,io_s_lo};  
  assign io_cout = g_4 | c_3 & p_4;  
endmodule
[flow/run.sh]
#!/bin/bash
# OpenROAD 26Q1-2900-gdf79404cd8, Yosys 0.63+post, stock flow scripts
make -C /OpenROAD-flow-scripts/flow DESIGN_CONFIG=/design/flow/config.mk WORK_HOME=/design/flow/orfs finish
==> impl_metrics.yaml <==
# generated from flow reports
status:
  status: "finished, final reports clean"
sta:
  timing.fmax_ghz: 0.223
  max_slew.worst_pin.slew_ps: 96.4
  timing.final.max_slew_violations: 0
  final_setup_vio_count: 0
  timing.setup.tns_ps: 0
  grt_setup_unrepaired: "false"
  worst_hold_slack_ps: 3050
  timing_hold_violations_final: 0
  period_needed_ps: 4480
  min_period_over_period_pct: 89.6
  maxSlewHeadroom_pct: 93.6
synthesis:
  yosys-stat-cells: 18
  top_area_share_pct: 54.2
  synth.distinct_cells: 3
  average_footprint_of_a_synthesized_cell_um2: 8.20
  netlist_top_cells_area: "fa_1, inv_1, buf_4"
  yosys-stat-area_um2: 148
  synthesis.yosys.warnings: 0
  syn_area_um2: 148
  synth_cells: 18
  ys_seq_share_pct: 0
  yosys.area.top_type: "fa_1"
clocking:
  holdBufCountCts: 0
  cts.repair.resized: 0
  cts_setup_buffers: 0
worst_setup_path:
  worst_ep_required_time_ps: 4000
  timing.critical_path.from_type: "input pin"
  max_stage_delay_ps: 470
  setup.worst_path.class: "in2out"
  worstPathMaxFanout: 1
  worst_path_dominant_cell_family: "adder cells"
  critical_path.cell_chain: "clkdlybuf4s50_1, fa_1, inv_1, fa_1, inv_1, fa_1, inv_1, fa_1, inv_1, clkdlybuf4s50_1"
  timing.critical_path.to_type: "output port"
  critical-path-slowest-cell: "clkdlybuf4s50_1"
  critPathLaunch: "io_a_in[0]"
  path_buffers: 6
  worstPathArrival_ps: 3480
grt:
  gr-total-overflow: 0
  grt_pass1_vias: 139
  grt_pass1_wl_um: 586
  global_route.usage.total_pct: 1.16
  grt_max_degree: 2
  initial_antenna_violation_count: 0
die:
  floorplan.die.width_um: 80
  fp_util_pct: 4.32
  i_o_pins: 16
  coreArea_um2: 3420
  placementRows: 21
  floorplan.die.height_um: 80
  die_area_um2: 6400
placed_design:
  placed_cell_area_um2: 315
  gp_congestion: 0.797
  io_buffers: 14
  estimated_wirelength_of_the_detail_placed_design_um: 405
cells_and_area:
  seqCellArea_um2: 0
  clock_buffers: 0
  layout.cell_area.non_filler_um2: 315
  n_sequential_cell: 0
  layout_stage_area_growth_over_the_synthesis_result_pct: 114
  drive_above_1_share_pct: 0
hold_path:
  holdCritPathClass: "in2out"
  timing.hold.worst_endpoint: "io_s[1]"
  whs_path_depth: 5
  hold_path_startpoint: "io_b_in[1]"
drt:
  ant_nets: 0
  drcViolationCount: 0
  detailed_routing_iteration_count_for_the_pre_antenna_repair_pass: 1
  avgViaCountPerCell: 1.62
  via_count: 120
  initialDrtViolationCount: 0
  routed_wirelength_um: 394
  routed_wire_length_per_instance_um: 5.32
  diodes: 0
run:
  maxCapViolCount: 0
  tool_warnings: 34
pwr:
  ir_worst_vdd_uv: 35.5
  power.static_leakage_nw: 0.137
  power-per-cell-area_nw_per_um2: 89.9
-- per-stage QoR --
step	util [%]	total power, mW	std cells	setup WS (ps)
after global placement	9.23	0.0289	74	498
after global routing	9.23	0.0331	74	318
after floorplan	-	0.0137	18	1410
final	9.23	0.0283	74	521
after detailed placement	9.23	0.0294	74	483
after CTS	9.23	0.0294	74	486
-- routing by layer --
layer  track usage [%]  share of wire [%]  routed length (µm)  up-vias
li1                  -                  -                   -       60
met4                 0                  0                   0        0
met2              1.04                 15                  61       14
met3             0.682                 21                  84        0
met5                 0                  0                   0        -
met1              2.07                 63                 249       46
-- worst max-delay path by stage --
stage,to,slack [ps],cells past startpoint
CTS,io_s[3],490,10
finish,io_s[3],520,10
global route,io_s[3],320,10
-- synth_stat cells --
master,instances
fa_1,4
buf_4,4
inv_1,10
-- tightest hold or removal path: stages --
cell	delay, ps
clkdlybuf4s50_1	390
inv_1	70
fa_1	150
inv_1	40
clkdlybuf4s50_1	390
-- final cells by class --
type	count	area, µm²
multi-input combinational	4	80.1
timing repair buffer	14	140
inverter	10	37.5
fill	408	3100
tap	46	57.6
-- cell families (layout without fill, tap and decap cells) --
group      Yosys count  after routing  synth area share [%]
fa+ha+maj            4              4                  54.2
buf+inv             14             24                  45.8
-- where the power goes --
| part | total, mW | internal, mW | switching [mW] |
|---|---|---|---|
| registers | 0 | 0 | 0 |
| logic | 0.0283 | 0.0203 | 0.00801 |
| clock network | 0 | 0 | 0 |
-- cells in the final DEF (no fill, tap or decap) --
| master | instances |
|---|---|
| clkdlybuf4s50_1 | 14 |
| fa_1 | 4 |
| inv_1 | 10 |
Power is estimated from default activity; no workload was simulated.
