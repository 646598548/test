**./config.mk**
```make
export PLATFORM = sky130hd
export DESIGN_NAME = div
export DESIGN_NICKNAME = div
export VERILOG_FILES = /design/flow/design.v
export SDC_FILE = /design/flow/constraint.sdc
export NUM_CORES = 4
export LEC_CHECK = 1
export CORE_UTILIZATION = 40
```
**./constraint.sdc**
```tcl
current_design div

set clk_period 4.6
set clk_io_pct 0.2

create_clock -name clk0 -period $clk_period [get_ports {clock}]

set non_clock_inputs [all_inputs -no_clocks]
set_input_delay [expr $clk_period * $clk_io_pct] -clock clk0 $non_clock_inputs
set_output_delay [expr $clk_period * $clk_io_pct] -clock clk0 [all_outputs]
```
**./design.v**
```verilog
module div(
  input        clock,
  input        reset,
  input  [9:0] io_dividend,
  input  [9:0] io_divisor,
  output [9:0] io_divout,
  output [9:0] io_remain,
  output       io_div_done
);
  reg [19:0] dividend_temp;  
  reg [19:0] divisor_temp;  
  reg [4:0] cnt;  
  wire  comp = dividend_temp[19:10] >= divisor_temp[19:10];  
  wire [19:0] _temp_T_2 = dividend_temp - divisor_temp;  
  wire [19:0] _temp_T_4 = _temp_T_2 + 20'h1;  
  wire [20:0] _temp_T_5 = {_temp_T_4, 1'h0};  
  wire [20:0] _temp_T_6 = {dividend_temp, 1'h0};  
  wire [20:0] _temp_T_7 = comp ? _temp_T_5 : _temp_T_6;  
  wire [19:0] _divisor_temp_T = {io_divisor, 10'h0};  
  wire [4:0] _cnt_T_1 = cnt + 5'h1;  
  wire [19:0] temp = _temp_T_7[19:0];
  wire  r_out_0 = dividend_temp[10];  
  wire  d_out_0 = dividend_temp[0];  
  wire  r_out_1 = dividend_temp[11];  
  wire  d_out_1 = dividend_temp[1];  
  wire  r_out_2 = dividend_temp[12];  
  wire  d_out_2 = dividend_temp[2];  
  wire  r_out_3 = dividend_temp[13];  
  wire  d_out_3 = dividend_temp[3];  
  wire  r_out_4 = dividend_temp[14];  
  wire  d_out_4 = dividend_temp[4];  
  wire  r_out_5 = dividend_temp[15];  
  wire  d_out_5 = dividend_temp[5];  
  wire  r_out_6 = dividend_temp[16];  
  wire  d_out_6 = dividend_temp[6];  
  wire  r_out_7 = dividend_temp[17];  
  wire  d_out_7 = dividend_temp[7];  
  wire  r_out_8 = dividend_temp[18];  
  wire  d_out_8 = dividend_temp[8];  
  wire  r_out_9 = dividend_temp[19];  
  wire  d_out_9 = dividend_temp[9];  
  wire [4:0] io_remain_lo = {r_out_4,r_out_3,r_out_2,r_out_1,r_out_0};  
  wire [4:0] io_remain_hi = {r_out_9,r_out_8,r_out_7,r_out_6,r_out_5};  
  wire [4:0] io_divout_lo = {d_out_4,d_out_3,d_out_2,d_out_1,d_out_0};  
  wire [4:0] io_divout_hi = {d_out_9,d_out_8,d_out_7,d_out_6,d_out_5};  
  assign io_divout = {io_divout_hi,io_divout_lo};  
  assign io_remain = {io_remain_hi,io_remain_lo};  
  assign io_div_done = cnt == 5'hb;  
  always @(posedge clock) begin
    if (reset) begin  
      dividend_temp <= 20'h0;  
    end else if (cnt == 5'h0) begin  
      dividend_temp <= {{10'd0}, io_dividend};  
    end else if (cnt != 5'hc) begin  
      dividend_temp <= temp;  
    end
    if (reset) begin  
      divisor_temp <= 20'h0;  
    end else if (cnt == 5'h0) begin  
      divisor_temp <= _divisor_temp_T;  
    end
    if (reset) begin  
      cnt <= 5'h0;  
    end else if (cnt == 5'h0) begin  
      cnt <= _cnt_T_1;  
    end else if (cnt != 5'hc) begin  
      cnt <= _cnt_T_1;  
    end else begin
      cnt <= 5'h0;  
    end
  end
endmodule
```
**./run.sh**
```bash
#!/bin/bash
# OpenROAD 26Q1-2900-gdf79404cd8, Yosys 0.63+post, stock flow scripts
make -C /OpenROAD-flow-scripts/flow DESIGN_CONFIG=/design/flow/config.mk WORK_HOME=/design/flow/orfs finish
```
==> impl_metrics.ini <==
; physical design summary
[yosys]
yosysCellCount = 348
edf_count = 0
aoi_share_pct = 23.23
syn_area_per_cell_um2 = 8.126
synth_seq_share_pct = 24.78
netlist_area_um2 = 2828
synthSimpleGateAreaFrac_pct = 15.97
synth_flop_count = 35
synth-async-reset-ratio_pct = 0
synth.distinct_cells = 58
ys.flop_type = dfxtp_1
synthTopLogicFamily = AND-OR/OR-AND gates
mux_share_pct = 1.637
yosys_warnings = 1
xor_area_share_pct = 5.575
yosys_area_um2 = 2828
adder_share_pct = 16.55
syn_inst = 348

[power_and_ir_drop]
cellPowerDensity_nw_per_um2 = 701.6
ir_drop_mv = 0.2412
p_leak_nw = 1.294

[final_timing]
setup_slack_ps = 1869
maxSlewViolCount = 0
timing.fmax_mhz = 366.1
finalSetupViolCount = 0
fin_skew_ps = 7.469
tns_ps = 0
max_slew_margin_pct = 43.49
period_minus_slack_ps = 2731
worstMarginPinSlew_ps = 845.6
rsz0062_at_grt = false
finalHoldViolCount = 0
period_used_pct = 59.38

[placement]
gp_congestion = 0.8220
placed_area_um2 = 3123
dp_hpwl_um = 4684
placed_cells = 451
dp_slack_ps = 1695
io_buffers = 42

[setup_path]
worstPathRequired_ps = 4750
path_cells = inv_1, ha_1, fa_1, a2111oi_2, a21o_1, nor2_1, a211oi_1, o32ai_1
crit_arrival_ps = 2880
cpMaxStageDelayCell = a21o_1
crit_buf_inv = 1
crit_fanout = 18
setup.worst_path.class = flop to flop
cp-start-kind = flop
setup.worst_path.end_class = flop
max_stage_delay_ps = 590
crit_family = AND-OR/OR-AND gates

[grt]
antenna_found_initial = 0
grt_pass1_wl_um = 10650
grtUsageTotal_pct = 18.41
grt-ovfl-total = 0
first_global_vias = 2140
grt_max_degree = 29

[final_layout]
stdcell_area_um2 = 3223
regArea_um2 = 700.7
mostFrequentLayoutCells = nand2_1, clkdlybuf4s50_1, dfxtp_1
instances_no_fill = 459
logic_area_um2 = 1780
layout_top_cell = nand2_1
syn_to_final_growth_pct = 13.98
drive_gt1_share_pct = 5.510
nFillCells = 637

[clock_tree]
cts_resized = 0
clock_path_buffers = 2
post_cts.repair.setup_buffers = 0
path_clk_slew_ps = 70
cts_tree = built
root_buffer = clkbuf_8
htreeDepth = 2
numCtsBuffers = 5
holdBufCountCts = 0
clock-sinks = 35
insertion_delay_ps = 290

[detailed_routing]
firstDrtPassIters = 4
post_drt_wl_per_cell_um = 13.72
ant_nets = 0
via_per_inst = 5.157
diodes = 0
drt-total-wl_um = 6297
route.detailed.drc = 0
drt_iter0_markers = 200
vias = 2367

[run_status]
run_status = completed

[run]
drv_cap = 0
tool_warnings = 32

[floorplanning]
row_count = 30
dieHeight_um = 86.08
initCoreUtil_pct = 41.62
die_x_um = 86.08
die-area_um2 = 7410
core_um2 = 6794
io_pins = 43

[min_path]
min_path_type = flop to flop
==> cell usage after synthesis, types with 2 or more instances <==
master,n,share of area (%)
nand2b_1,4,0.88
nor3_1,5,0.88
o211ai_1,5,1.3
ha_1,31,14
fa_1,3,2.1
buf_4,20,5.3
nor2b_1,3,0.66
xnor2_1,11,3.4
o22ai_1,3,0.66
a21o_1,6,1.6
o21ai_0,12,2.1
o32ai_1,4,1.2
and3_1,8,1.8
xor2_1,7,2.2
nand3_1,9,1.6
nand2_1,43,5.7
a21oi_1,34,6.0
mux2i_1,2,0.71
dfxtp_1,35,25
nand4_1,3,0.66
clkbuf_1,10,1.3
maj3_1,2,0.71
a221oi_1,2,0.62
o21bai_1,2,0.53
inv_1,25,3.3
a31oi_1,4,0.88
a211oi_1,6,1.6
clkbuf_8,4,1.9
nor2_1,16,2.1
==> registers in the layout, summed over array words and instances (netlist names) <==
register,flops
dividend_temp,20
cnt,5
divisor_temp,10
==> metrics by stage <==
step | util [%] | total power (W) | hold slack (ps)
after floorplan | - | 0.001714 | 436.3
after global placement | 45.97 | 0.002011 | 443.4
after detailed placement | 45.97 | 0.002002 | 447.0
after CTS | 47.44 | 0.002260 | 456.4
after global routing | 47.44 | 0.002491 | 471.6
final | 47.44 | 0.002261 | 451.9
==> report_power, final <==
group          switching, W  internal [W]
logic              0.000832      0.000737
registers         0.0000795      0.000371
clock network      0.000106      0.000137
==> path summary, 6_finish.rpt <==
kind | start | endpoint | slack [ps] | depth (start not counted)
setup / recovery | divisor_temp[16]$_SDFFE_PP0P_ | dividend_temp[5]$_SDFFE_PP0P_ | 1870 | 8
hold reg to reg | divisor_temp[11]$_SDFFE_PP0P_ | divisor_temp[11]$_SDFFE_PP0P_ | 450 | 2
setup reg to reg | divisor_temp[16]$_SDFFE_PP0P_ | dividend_temp[5]$_SDFFE_PP0P_ | 1870 | 8
hold / removal | divisor_temp[11]$_SDFFE_PP0P_ | divisor_temp[11]$_SDFFE_PP0P_ | 450 | 2
==> cell type report <==
type / count / area share, %
tap: 96 / 3.727
inverter: 25 / 2.911
clock buffer: 8 / 3.106
multi-input combinational: 252 / 55.24
sequential: 35 / 21.74
timing repair buffer: 43 / 13.28
==> metal layers <==
layer / global-route usage, % / share of wire [%]
met1: 31.56 / 53
met3: 2.344 / 4.4
met2: 25.97 / 41
met4: 1.364 / 0.94
met5: 0 / 0
==> tightest hold or removal path, stage by stage (launching register included) <==
cell,delay (ps)
dfxtp_1,310
nand2_1,50
a21oi_1,50
==> cells by family after synthesis <==
group / Yosys count
flops: 35
compound gates: 97
fa+ha+maj: 36
mux: 4
buf+inv: 61
xor+xnor: 18
simple gates: 97
Power is estimated from default activity; no workload was simulated.
