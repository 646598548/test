==> design/flow/design.v <==
module fp2fix(
  input         clock,
  input         reset,
  input  [15:0] io_fpin1,
  input  [15:0] io_fpin2,
  output [4:0]  io_exp_out,
  output [9:0]  io_mout1,
  output [9:0]  io_mout2,
  output        io_sign,
  output [1:0]  io_except_code
);
  wire [5:0] in1temp = {{1'd0}, io_fpin1[14:10]};
  wire [5:0] in2temp = {{1'd0}, io_fpin2[14:10]};
  wire [5:0] _exp_temp_T_1 = in1temp - in2temp;  
  wire [5:0] exp_temp = _exp_temp_T_1 + 6'hf;  
  wire [1:0] _io_except_code_T_3 = in1temp > in2temp ? 2'h1 : 2'h2;  
  assign io_exp_out = exp_temp[4:0];  
  assign io_mout1 = io_fpin1[9:0];  
  assign io_mout2 = io_fpin2[9:0];  
  assign io_sign = io_fpin1[15] ^ io_fpin2[15];  
  assign io_except_code = exp_temp[5] ? _io_except_code_T_3 : 2'h0;  
endmodule
==> design/flow/run.sh <==
#!/bin/bash
# OpenROAD 26Q1-2900-gdf79404cd8, Yosys 0.63+post, stock flow scripts
make -C /OpenROAD-flow-scripts/flow DESIGN_CONFIG=/design/flow/config.mk WORK_HOME=/design/flow/orfs finish
==> design/flow/config.mk <==
export PLATFORM = sky130hd
export DESIGN_NAME = fp2fix
export DESIGN_NICKNAME = fp2fix
export VERILOG_FILES = /design/flow/design.v
export SDC_FILE = /design/flow/constraint.sdc
export NUM_CORES = 4
export LEC_CHECK = 1
export CORE_AREA = 10 10 70 70
export DIE_AREA = 0 0 80 80
==> design/flow/constraint.sdc <==
current_design fp2fix

set clk_period 3.1
set clk_io_pct 0.2

create_clock -name clk0 -period $clk_period

set non_clock_inputs [all_inputs -no_clocks]
set_input_delay [expr $clk_period * $clk_io_pct] -clock clk0 $non_clock_inputs
set_output_delay [expr $clk_period * $clk_io_pct] -clock clk0 [all_outputs]
==> Slide: Implementation Results <==
Run Summary

Synthesis
  – Number of warnings reported in the yosys synthesis log: 0
  – Count of unique library cells instantiated by Yosys: 14
  – Count of mapped cells out of synthesis: 60
  – Ys cells: 60
  – Area figure in the yosys stat output: 483 µm²
  – Mapped Avg Cell Area: 8.05 µm²
  – Post-synthesis instance area: 483 µm²
  – Sequential share of the synthesized area: 0

Final timing
  – Number of failing hold endpoints at the final stage: 0
  – Normalized max-slew margin: 0.811
  – Count of endpoints failing setup in the final report: 0
  – Setup_tns: 0 ns
  – Slew at the pin closest to its max-slew limit: 0.282 ns
  – Maximum operating frequency: 331 MHz
  – Max-slew violation total from the final report: 0
  – Share of the clock period used by the worst path after layout: 0.974
  – Minimum clock period: 3.02 ns

Worst setup path
  – Highest-delay cell along the critical path: sky130_fd_sc_hd__clkdlybuf4s50_1
  – Longest individual stage delay on the worst path: 0.49 ns
  – CP Launch Type: input port
  – Count of buffer and inverter cells on the critical path: 3
  – Type of element capturing the critical path: output port
  – Most frequent cell on the critical path: sky130_fd_sc_hd__ha_4
  – Worst path arrival time: 2.40 ns
  – Family with the most delay on the worst path: buffers and inverters
  – Depth of the critical timing path with buffers and inverters included: 7
  – Sequence of cells on the critical path: dlygate4sd2_1, ha_4, ha_4, fa_2, buf_4, xor2_1, clkdlybuf4s50_1
  – Path type of the worst setup path: in2out
  – CP Data Required Time: 2.48 ns
  – Worst-path maximum fanout: 2

Routing
  – Antenna diode count: 0
  – Final wirelength: 1130 µm
  – Number of routed nets with antenna violations: 0
  – First-pass detailed-route iteration total: 2
  – Number of vias per cell: 3.11
  – First-iteration detailed-routing DRC count: 2
  – Via count: 367
  – Total DRC errors in the routed layout: 0
  – WL/cell: 9.55 µm

Placement
  – Gp weighted congestion: 0.752
  – Number of placed cells counting well taps: 116
  – Port Buffer Count: 20
  – HPWL reported at the end of detailed placement: 1000 µm

Die
  – Core Util at FP: 0.141
  – Overall chip area: 6400 µm²
  – Die width: 80 µm
  – Core region area: 3420 µm²
  – Number of top-level pins: 62
  – Height of the chip: 80 µm
  – Row count: 21

Pwr
  – Sequential share of power: 0
  – Pwr Density: 166 nW/µm²
  – Clock share of power: 0
  – Peak supply drop: 30.1 µV
  – Switch share: 0.342
  – Total power: 126 µW
  – Combinational share of power: 1.000
  – Leak: 0.000377 µW
  – P_int: 83.1 µW
  – Sw power: 43.3 µW

Min path
  – Worst hold path class: in2out
  – Hold path depth: 0

Global route
  – Initial antenna violation count: 0
  – Total Routing Usage GR: 0.0346
  – Maximum number of pins on one net before global-route repair: 4
  – Vias in the first global route: 431
  – First-pass GRT wire length: 1840 µm
  – Final global-route overflow total: 0

Final layout
  – Clock tree buffer count of the final layout: 0
  – Fraction of layout cells with a size suffix above 1: 0.361
  – P&R area growth vs syn: 57.8%
  – Filler cell count: 367
  – Sequential cells: 0
  – Final cell count without fillers: 118
  – Total area of sequential cells: 0 µm²

Job
  – MaxCap Viol Count: 0
  – Number of warnings in the stage logs: 37

Run status
  – Result of the run: completed

Clock tree
  – Count of hold-fix buffers inserted at cts: 0
## cells in the mapped netlist
library cell	number	area, µm²
sky130_fd_sc_hd__o32ai_1	1	8.76
sky130_fd_sc_hd__fa_1	3	60.1
sky130_fd_sc_hd__a21oi_1	2	10.0
sky130_fd_sc_hd__nor2b_1	1	6.26
sky130_fd_sc_hd__nand2_1	1	3.75
sky130_fd_sc_hd__buf_4	20	150
sky130_fd_sc_hd__a21o_1	1	7.51
sky130_fd_sc_hd__nor2_1	3	11.3
sky130_fd_sc_hd__nand4_2	1	12.5
sky130_fd_sc_hd__xor2_1	3	26.3
sky130_fd_sc_hd__inv_1	12	45.0
sky130_fd_sc_hd__ha_1	10	125
sky130_fd_sc_hd__xnor2_1	1	8.76
sky130_fd_sc_hd__o21bai_1	1	7.51
## area by class of cell
class / instances / area (µm²) / area share
multi-input combinational: 28 / 375 / 0.493
tap: 46 / 57.6 / 0.0755
timing repair buffer: 32 / 284 / 0.373
inverter: 12 / 45.0 / 0.0591
## worst paths after layout
path | start | end | slack (ns)
worst max-delay path | io_fpin1[11] | io_exp_out[3] | 0.08
worst min-delay path | io_fpin1[0] | io_mout1[0] | 1.24
## cell families after synthesis
group | Yosys count | share of synthesized area
AOI/OAI and AO/OA | 5 | 0.0700
xor gates and xnor gates | 4 | 0.0726
adders and majority gates | 13 | 0.383
buffers and inverters | 32 | 0.404
and+or+nand+nor | 6 | 0.0699
## placed cells by master, fill, tap and decap left out
master and n:
sky130_fd_sc_hd__buf_4 12, sky130_fd_sc_hd__nand4_2 1, sky130_fd_sc_hd__ha_1 3, sky130_fd_sc_hd__xnor2_1 1, sky130_fd_sc_hd__ha_2 1, sky130_fd_sc_hd__dlygate4sd2_1 9, sky130_fd_sc_hd__nor2b_1 1, sky130_fd_sc_hd__a21o_1 1
sky130_fd_sc_hd__fa_1 2, sky130_fd_sc_hd__fa_2 1, sky130_fd_sc_hd__clkdlybuf4s50_1 9, sky130_fd_sc_hd__xor2_1 3, sky130_fd_sc_hd__ha_4 6, sky130_fd_sc_hd__a21oi_2 2, sky130_fd_sc_hd__nor2_1 3, sky130_fd_sc_hd__inv_2 3
sky130_fd_sc_hd__inv_1 9, sky130_fd_sc_hd__o21bai_1 1, sky130_fd_sc_hd__nand2_1 1, sky130_fd_sc_hd__dlymetal6s2s_1 2, sky130_fd_sc_hd__o32ai_1 1
## routing by layer
| metal | wire length, µm | global-route usage |
|---|---|---|
| met2 | 530 | 0.0594 |
| met4 | 0 | 0.00352 |
| met1 | 444 | 0.0388 |
| met5 | 0 | 0 |
| met3 | 151 | 0.0170 |
## power groups by stage
| stage | Combinational (µW) | Sequential [µW] | Clock, µW |
|---|---|---|---|
| after global routing | 144 | 0 | 0 |
| after CTS | 122 | 0 | 0 |
| final | 126 | 0 | 0 |
## timing repair
item                       CTS  global route
gates resized               20             5
pin swaps                    8             5
setup endpoints to repair    5             3
buffers inserted             1             1
## metrics by stage
stage	util	area (µm²)	hold WS (ns)	worst slack (ns)
global route	0.223	762	1.24	-0.0189
CTS	0.212	724	1.24	0.00898
detailed placement	0.195	666	1.24	-0.548
finish	0.223	762	1.24	0.0816
global placement	0.195	666	1.24	-0.543
floorplan	-	483	1.27	0.518
Power is estimated from default activity; no workload was simulated.
